==> flow/config.mk <==
export PLATFORM = sky130hd
export DESIGN_NAME = traffic_light_controller
export DESIGN_NICKNAME = traffic_light_controller
export VERILOG_FILES = /design/flow/design.v
export SDC_FILE = /design/flow/constraint.sdc
export NUM_CORES = 4
export LEC_CHECK = 1
export CORE_AREA = 10 10 70 70
export DIE_AREA = 0 0 80 80
==> flow/constraint.sdc <==
current_design traffic_light_controller

set clk_period 2.6
set clk_io_pct 0.2

create_clock -name clk0 -period $clk_period [get_ports {clk}]

set non_clock_inputs [all_inputs -no_clocks]
set_input_delay [expr $clk_period * $clk_io_pct] -clock clk0 $non_clock_inputs
set_output_delay [expr $clk_period * $clk_io_pct] -clock clk0 [all_outputs]
==> flow/design.v <==
module traffic_light_controller (
    input clk,
    input reset,
    output reg red,
    output reg green,
    output reg yellow
);
    parameter RED    = 2'b00;
    parameter GREEN  = 2'b01;
    parameter YELLOW = 2'b10;
    reg [1:0] state, next_state;
    reg [3:0] timer; 
    always @(posedge clk or posedge reset) begin
        if (reset) begin
            state <= RED;
            timer <= 0;
        end else begin
            state <= next_state;
            if (timer == 4'd9)
                timer <= 0;
            else
                timer <= timer + 1;
        end
    end
    always @(*) begin
        case (state)
            RED: if (timer == 4'd9) next_state = GREEN; else next_state = RED;
            GREEN: if (timer == 4'd9) next_state = YELLOW; else next_state = GREEN;
            YELLOW: if (timer == 4'd9) next_state = RED; else next_state = YELLOW;
            default: next_state = RED;
        endcase
    end
    always @(*) begin
        red = 0; green = 0; yellow = 0;
        case(state)
            RED: red = 1;
            GREEN: green = 1;
            YELLOW: yellow = 1;
        endcase
    end
endmodule
==> flow/run.sh <==
#!/bin/bash
# OpenROAD 26Q1-2900-gdf79404cd8, Yosys 0.63+post, stock flow scripts
make -C /OpenROAD-flow-scripts/flow DESIGN_CONFIG=/design/flow/config.mk WORK_HOME=/design/flow/orfs finish
==> impl_metrics.py <==
# Metrics from the implementation run
metrics = {
    "status": {
        "outcome": "complete, no violations",
    },
    "global_routing": {
        "grt_max_degree": 8,
        "met2_usage_pct": 2.17,
        "grtUsageTotal_pct": 1.77,
        "grtUsageMet3_pct": 2.16,
        "grt-busiest-layer": "met2",
        "use_met1_pct": 1.89,
        "grt-ovfl-total": 0,
        "antenna_found_initial": 0,
        "grt_pass1_wl_um": 841,
        "grt_pass1_vias": 192,
    },
    "place": {
        "hpwl_um": 390,
        "pre_cts_slack_ns": 1.11,
        "dp.cells": 72,
        "io_buffers": 4,
        "gp_congestion": 0.687,
    },
    "synthesis": {
        "ys_sh_aoi_pct": 5.37,
        "ys_warn_count": 1,
        "ys.flops": 7,
        "avgSynthCellArea_um2": 13.8,
        "mux_area_share_pct": 14.9,
        "ys_cells": 22,
        "synth_area_um2": 303,
        "ys_sh_adder_pct": 0,
        "ys_area_um2": 303,
        "ys_seq_share_pct": 58.3,
        "top_logic_kind": "multiplexers",
        "simple_gate_share_pct": 14.9,
        "synthCells": 22,
        "xor_area_share_pct": 2.89,
        "yosys.cell_types.count": 12,
    },
    "critical_path": {
        "path_delay_family": "flip-flops",
        "r2r.worst_path.cells": 3,
        "crit_buf_inv": 1,
        "crit_path_start_kind": "flip-flop",
        "r2r_start": "timer[2]",
        "cp_max_fo": 3,
        "arrival_ns": 1.23,
        "crit_cells": 1,
        "cp.required_ns": 2.08,
        "cp_slowest_cell": "dfstp_2",
        "critPathKind": "reg2out",
        "endpoint_kind": "output pin",
        "crit_chain": "clkdlybuf4s50_1",
        "r2r_slack_ns": 1.30,
        "critPathMaxStageDelay_ns": 0.53,
    },
    "cells_and_area": {
        "drive_gt1_share_pct": 36.7,
        "instances_no_fill": 76,
        "lay_top_cells": "dfrtp_1, mux2_2, clkdlybuf4s50_1",
        "lay_top_count": "dfrtp_1",
        "seqCellArea_um2": 176,
        "area_growth_pct": 40.9,
        "fin_util_pct": 12.5,
        "comb_area_um2": 115,
        "fillers": 396,
    },
    "power_and_ir_drop": {
        "power_leakage_nw": 0.174,
        "ir_worst_vdd_mv": 0.104,
        "power_density_mw_per_mm2": 489,
    },
    "routing": {
        "post-route-drc-count": 0,
        "totalWireLength_um": 480,
        "ant_nets": 0,
        "vias_per_cell": 2.51,
        "drtPass1Iterations": 2,
        "wl_per_cell_um": 6.32,
        "drt_iter0_drc": 8,
        "vias": 191,
        "diodes": 0,
    },
    "floorplanning": {
        "die_width_um": 80,
        "die_height_um": 80,
        "core_mm2": 0.00342,
        "io_pins": 5,
        "die-area_mm2": 0.00640,
        "fp_util_pct": 8.86,
        "row_count": 21,
    },
    "clock_tree": {
        "cts_root_buf": "clkbuf_4",
        "cts_tree": "done",
        "post-cts-setup-buffers": 0,
        "cts_made_buffers": 3,
        "clkTransAtPathRegs_ns": 0.05,
        "clk_latency_ns": 0.25,
        "cts_hold_buf": 0,
        "post_cts_resized": 0,
        "clock_path_buffers": 2,
        "clock_sinks": 7,
        "htree_levels": 1,
    },
    "sta": {
        "slew_headroom_pct": 82.9,
        "setup_violations": 0,
        "setup_tns_ns": 0,
        "finalCritPeriodShare_pct": 67.4,
        "hold_viol": 0,
        "maxSlewViolCount": 0,
        "max_freq_ghz": 0.571,
        "rsz0062_at_grt": "false",
        "clock_skew_ns": 0.000544,
        "post-route-min-period_ns": 1.75,
        "tightest_slew_ns": 0.257,
        "worst_slack_ns": 0.848,
    },
    "flow_run": {
        "warning_count": 25,
        "cap_viol_max_count": 0,
    },
    "hold_path": {
        "hp-class": "in2async",
    },
}
-- report_power, final --
part / total [mW] / switching, mW / internal, mW
combinational: 0.00352 / 0.00211 / 0.00141
sequential: 0.109 / 0 / 0.109
clock: 0.0960 / 0.0376 / 0.0584
total: 0.209 / 0.0397 / 0.169
-- worst max-delay path by stage --
stage             start  endpoint  slack (ns)
CTS           flip-flop       red        0.83
global route  flip-flop       red        0.81
finish        flip-flop       red        0.85
-- layout make-up --
cell class,instances,area share [%]
flip-flops and latches,7,41.3
inverters,3,2.64
clock buffers,4,6.16
repair buffers,4,9.38
multi-input cells,12,27.0
well taps,46,13.5
-- synth_stat cells --
library cell / n / share of area, %
a221o_2: 1 / 3.7
dfrtp_1: 6 / 50
dfstp_2: 1 / 8.7
inv_1: 3 / 3.7
mux2_2: 4 / 15
nand2_1: 1 / 1.2
nor2_1: 1 / 1.2
nor2b_4: 1 / 4.5
nor3_1: 1 / 1.7
nor3b_4: 1 / 6.2
o21ai_0: 1 / 1.7
xnor2_1: 1 / 2.9
-- kinds of logic (layout without fill, tap and decap cells) --
logic type	count (synthesis)	in the layout
compound gates	2	2
xor+xnor	1	1
simple gates	5	5
flops	7	7
buf+inv	3	11
mux	4	4
-- per-layer routing --
metal / vias up / share of wire (%)
li1: 91 / -
met1: 91 / 48
met2: 7 / 32
met3: 2 / 18
met4: 0 / 1.9
met5: - / 0
-- through the flow --
stage | hold WS (ns) | total power, mW | area (um^2)
2_1_floorplan | 0.323 | 0.113 | 303
3_3_place_gp | 0.510 | 0.114 | 400
3_5_place_dp | 0.520 | 0.115 | 400
4_1_cts | 0.498 | 0.214 | 427
5_1_grt | 0.510 | 0.225 | 427
6_report | 0.501 | 0.209 | 427
Power is estimated from default activity; no workload was simulated.
