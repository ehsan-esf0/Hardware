### flow/design.v
module adder (
    input [7:0] a, b,
    output [7:0] sum, 
    output carry_out
);
assign {carry_out, sum} = a + b;
endmodule
module test_adder;
reg [7:0] a, b;
wire [7:0] sum;
wire carry_out;
adder myadder (
    .a(a),
    .b(b),
    .sum(sum), 
    .carry_out(carry_out)
);
initial begin
    a = 8'h10;
    b = 8'h20;
    #10;
    a = 8'h30;
    b = 8'h40;
    #10;
    a = 8'h50;
    b = 8'h60;
    #10;
    a = 8'h70;
    b = 8'h80;
    #10;
    a = 8'h90;
    b = 8'hA0;
    #10;
    a = 8'hB0;
    #10
    a = 8'd10;
    b = 8'd10;
    #10;
end
initial begin
    $monitor("a = %d, b = %d, sum = %d, carry_out = %b", a, b, sum, carry_out);
end
endmodule
### flow/constraint.sdc
current_design adder

set clk_period 6.3
set clk_io_pct 0.2

create_clock -name clk0 -period $clk_period

set non_clock_inputs [all_inputs -no_clocks]
set_input_delay [expr $clk_period * $clk_io_pct] -clock clk0 $non_clock_inputs
set_output_delay [expr $clk_period * $clk_io_pct] -clock clk0 [all_outputs]
### flow/run.sh
#!/bin/bash
# OpenROAD 26Q1-2900-gdf79404cd8, Yosys 0.63+post, stock flow scripts
make -C /OpenROAD-flow-scripts/flow DESIGN_CONFIG=/design/flow/config.mk WORK_HOME=/design/flow/orfs finish
### flow/config.mk
export PLATFORM = sky130hd
export DESIGN_NAME = adder
export DESIGN_NICKNAME = adder
export VERILOG_FILES = /design/flow/design.v
export SDC_FILE = /design/flow/constraint.sdc
export NUM_CORES = 4
export LEC_CHECK = 1
export CORE_AREA = 10 10 70 70
export DIE_AREA = 0 0 80 80
==> out/metrics.csv <==
metric,value,unit
dr.first_iter.drc_count,27,
cp_slowest_cell,sky130_fd_sc_hd__clkdlybuf4s50_1,
final_layout_size_suffix_gt1_share,1.493,%
report.final.setup_viol,0,
most-common-layout-cells,"25 x sky130_fd_sc_hd__clkdlybuf4s50_1, 8 x sky130_fd_sc_hd__ha_1, 5 x sky130_fd_sc_hd__a21oi_1",
final-seq-area,0,um2
routedWlPerCell,9.823,um
post_drt_via_cell_ratio,3.522,
critPathMaxStageDelay,490,ps
max_slew.worst_pin.slew,347.3,ps
placement.setup.worst_slack,1680,ps
boundaryPins,25,
maxClockFrequency,0.2169,GHz
final.clkbuf_count,0,
routed_wire_length,1110,um
setup.worst_path.start_class,input port,
tns,0,ps
register_share_after_synthesis,0,%
mostFrequentLayoutCell,sky130_fd_sc_hd__clkdlybuf4s50_1,
synth.yosys.num_cells,42,
mapped_avg_cell_area,7.716,um2
post-route-cell-area,631.9,um2
gr-usage-met2,4.254,%
areaGrowthSynthToFinish,94.98,%
grt.busiest_layer,met1,
placeableCoreArea,3416,um2
hold_violations,0,
critical_path.cell_chain,clkdlybuf4s50_1 -> ha_1 -> fa_1 -> a21oi_1 -> nor2_1 -> nor2_1 -> xnor2_1 -> clkdlybuf4s50_1,
outcome,"complete, no violations",
groute.layer.met3.usage,1.136,%
place_area,631.9,um2
antenna_cells,0,
critical_path_type,input port to primary output,
mi_logic_area,312.8,um2
fin_ws,1689,ps
openroad.warnings,32,
worstPathMaxFanout,2,
ys.warnings.count,0,
postLayoutCoreUtil,18.50,%
grt_pass1_vias,379,
cellPowerDensity,93.55,nW/um2
data_arrival_time_at_the_worst_slack_endpoint,3350,ps
ir_drop,0.00003737,V
slew-limit-headroom,76.25,%
drt_drc_violations_left,0,
track_usage,3.170,%
setup.worst_path.end_class,primary output,
period_minus_slack,4611,ps
max_cap_violations,0,
critical_path_required,5040,ps
overflow_after_grt,0,
fp_util,9.487,%
rows,21,
die_height,80,um
timing.final.max_slew_violations,0,
drt_antenna_net_count,0,
ys_chip_area,324.1,um2
total_of_buffers_placed_on_input_and_output_ports,25,
place.gp.congestion,0.7418,
fillCellCount,382,
mappedNetlistArea,324.1,um2
postCtsHoldBufs,0,
detailedRoute.firstPassIterationCount,3,
first_pass_grt_wire_length,1711,um
overall_chip_area,6400,um2
postCtsResizedCells,0,
p_leak,0.2547,nW
netlist-cell-type-count,20,
fp.dieW,80,um
flops,0,
grt_max_degree,7,
min_path_type,input port to primary output,
detailedPlacementHpwl,1017,um
gr-usage-met1,4.907,%
cts_setup_buffers,0,
unrepaired_setup_endpoints_after_global_routing,false,
post_synthesis_cell_count,42,
post-route-period-util,73.19,%
detailroute.via_count,398,
grt_antenna_before_repair,0,
-- final timing paths --
path | to | depth (start not counted) | startpoint | slack [ps]
max | sum[6] | 8 | a[0] | 1690
min | sum[0] | 3 | b[0] | 3550
-- metal layers --
layer | part of all wire (%) | vias to the layer above
li1 | - | 212
met1 | 53 | 170
met2 | 38 | 16
met3 | 9.0 | 0
met4 | 0 | 0
met5 | 0 | -
-- where the power goes --
group / switching (mW) / leakage, nW / internal, mW / total, mW
registers: 0 / 0 / 0 / 0
clock network: 0 / 0 / 0 / 0
logic: 0.0204 / 0.255 / 0.0387 / 0.0591
-- logic make-up after synthesis --
family,share of synthesized area [%]
muxes,3.089
adders and majority gates,37.07
AOI/OAI and AO/OA,27.80
and+or+nand+nor,17.76
xor gates and xnor gates,10.81
buffers and inverters,3.475
-- worst max-delay path: cells and delay by family --
| family | cells | cell delay (ps) |
|---|---|---|
| buf+inv | 2 | 890 |
| compound gates | 1 | 210 |
| simple gates | 2 | 220 |
| xor+xnor | 1 | 140 |
| fa+ha+maj | 2 | 630 |
-- synth_stat cells --
cell                        n  area (um2)
sky130_fd_sc_hd__nand3_1    2       10.01
sky130_fd_sc_hd__a21oi_1    5       25.02
sky130_fd_sc_hd__nand2_1    3       11.26
sky130_fd_sc_hd__nor2_1     2       7.510
sky130_fd_sc_hd__inv_2      1       3.750
sky130_fd_sc_hd__a311o_1    2       20.02
sky130_fd_sc_hd__nor3_1     2       10.01
sky130_fd_sc_hd__a2111oi_0  1       8.760
sky130_fd_sc_hd__nor4_1     1       6.260
sky130_fd_sc_hd__o21ai_0    1       5.000
sky130_fd_sc_hd__xnor2_1    2       17.52
sky130_fd_sc_hd__nor2b_1    2       12.51
sky130_fd_sc_hd__xor2_1     2       17.52
sky130_fd_sc_hd__fa_1       1       20.02
sky130_fd_sc_hd__inv_1      2       7.510
sky130_fd_sc_hd__mux2i_1    1       10.01
sky130_fd_sc_hd__o21bai_1   1       7.510
sky130_fd_sc_hd__a21o_1     2       15.01
sky130_fd_sc_hd__a221oi_1   1       8.760
sky130_fd_sc_hd__ha_1       8       100.1
-- area by class of cell --
cell class                      count  area share [%]
Timing Repair Buffer               25           39.60
Inverter                            3           1.782
Multi-Input combinational cell     39           49.50
Tap cell                           46           9.109
-- per-stage QoR --
step	instances	total power, mW	hold slack (ps)
3_3_place_gp	113	0.05930	3558
5_1_grt	113	0.06599	3580
6_report	113	0.05911	3547
2_1_floorplan	42	0.02354	2592
4_1_cts	113	0.06053	3562
3_5_place_dp	113	0.05992	3563
Power figures rest on the tool's default switching activity, not on a simulated workload.
